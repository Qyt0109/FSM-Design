[design/flow/config.mk]
export PLATFORM = sky130hd
export DESIGN_NAME = fsm_3_always
export DESIGN_NICKNAME = fsm_3_always
export VERILOG_FILES = /design/flow/design.v
export SDC_FILE = /design/flow/constraint.sdc
export NUM_CORES = 4
export LEC_CHECK = 1
export CORE_AREA = 10 10 70 70
export DIE_AREA = 0 0 80 80
[design/flow/constraint.sdc]
current_design fsm_3_always

set clk_period 1.3
set clk_io_pct 0.2

create_clock -name clk0 -period $clk_period [get_ports {clk}]

set non_clock_inputs [all_inputs -no_clocks]
set_input_delay [expr $clk_period * $clk_io_pct] -clock clk0 $non_clock_inputs
set_output_delay [expr $clk_period * $clk_io_pct] -clock clk0 [all_outputs]
[design/flow/design.v]
module fsm_3_always (
    output reg rd,
    output reg ds,
    input clk,
    input rst,
    input start,
    input ws
);
  localparam IDLE = "IDLE";
  localparam READ = "READ";
  localparam DLY = "DLY";
  localparam DONE = "DONE";
  localparam UNKW = 'x;
  reg [4*8-1:0] cstate;
  reg [4*8-1:0] nstate;
  always_ff @(posedge clk, posedge rst)
    if (rst) cstate <= IDLE;
    else cstate <= nstate;
  always_comb begin
    nstate = UNKW;   
    case (cstate)
      IDLE:    nstate = start ? READ : IDLE;
      READ:    nstate = DLY;
      DLY:     nstate = ws ? READ : DONE;
      DONE:    nstate = IDLE;
      default: nstate = UNKW;
    endcase
  end
  always_ff @(posedge clk, posedge rst) begin
    if (rst) begin
      rd <= 0;
      ds <= 0;
    end else begin
      rd <= 0;
      ds <= 0;
      case (nstate)
        IDLE:    ;
        READ:    rd <= 1;
        DLY:     rd <= 1;
        DONE:    ds <= 1;
        default: {rd, ds} <= UNKW;
      endcase
    end
  end
endmodule
[design/flow/run.sh]
#!/bin/bash
# OpenROAD 26Q1-2900-gdf79404cd8, Yosys 0.63+post, stock flow scripts
make -C /OpenROAD-flow-scripts/flow DESIGN_CONFIG=/design/flow/config.mk WORK_HOME=/design/flow/orfs finish
==> changes_impl.md <==
### Physical design

- Detailed-route DRC error count: 0
- Pre-CTS setup slack: -0.00111 ns
- FILL cells: 401
- Register area share after synthesis: 0.647
- Top-level I/O count: 6
- Iteration-0 DRC Markers: 0
- Yosys cell count: 16
- Clk latency late pin: ~0.25 ns
- Arrival @ worst endpoint: around 0.84 ns
- Stage-log warning count: 25
- Crit-path cells: dlygate4sd2_1
- Inst Count DP: approximately 67
- Highest metal used: met3
- M1 WL: 201 µm
- Final Hold Violation Tally: 0
- Inserted Clock Buffers: 3
- Startpoint types: flop
- Post-DRT Antenna Nets: 0
- Syn-to-layout area delta: 57.8%
- Most frequent logic cell in the layout: dfrtp_1
- Achievable Freq: 908 MHz
- Final setup viols: 0
- FF+latch count, synth: 6
- Port Buffers: 5
- RSZ-0062 raised after global routing: no
- CP Capture Type: output port
- Cells after Synth: 16
- Most instantiated logic cells after routing: dfrtp_1, clkbuf_4, clkdlybuf4s50_1
- Share of post-route cells with drive strength above 1: 0.320
- H-tree depth: 1
- Drt pass-1 iters: 1
- Period utilization: 0.847
- Maximum vdd ir drop: 0.254 mV
- Die X: approximately 80 µm
- Finished Layout Cells: just over 70
- Post-synth design cell area: roughly 230 µm²
- Yosys warns: 1
- Worst path slowest cell: dfrtp_1
- Final wirelength: about 450 µm
- Ant. Diodes: 0
- Placement Rows: 21
- Max_cap viols: 0
- Buf+Inv Stages, Crit Path: 1
- Final Skew: between 0.01 and 0.015 ns
- Worst-path clk slew: 0.05 ns
- CTS root buf: clkbuf_4
- TNS Setup: 0 ns
- Die Ht: 80 µm
- Crit Path Category: flop to output port
- Worst Tran Pin Value: 0.240 ns
- Synth cell types: 11
- Setup slack after layout: approximately 0.2 ns
- Top Family by Delay on Critical Path: flip-flops
- Crit-path max cell delay: 0.36 ns
- Worst hold path class: input port to async pin
- Worst Path Required: ~1.0 ns
- Hold buffers post-CTS: 0
- Outcome: completed
- Met2 wire len: 139 µm
- Post-DP HPWL: 379 µm
- WL met3: around 110 µm
- FP Util: 0.0685
- Post-layout min period: 1.10 ns
- Routability cong.: 0.726
- Vias in the first global route: 165
- Worst-path maximum fanout: 1
- P_leak: 0.000157 µW
- Slew HR: 0.838
- Core area: 0.00342 mm²
- Area reported by Yosys stat: 234 µm²
- CTS sink cnt: 6
- Largest net degree at the start of global routing: 7
- PwrDens: between 1000 and 1500 mW/mm²
- Via density: 2.08
- Initial antenna violation count: 0
- CTS Buffer Depth: 2
- Synth Area per Inst: 14.6 µm²
- Chip area: around 0.0064 mm²
- Crit path from: rd$_DFF_PP0_
- First-pass GRT wire length: roughly 750 µm
- CTS tree: built
- Worst flop-to-flop path startpoint: cstate[0]$_DFF_PP1_
- Via Count: 148
- Grt ovf: 0
- Max-slew violation count: 0
- GRT Total Usage: 0.0156
- WL/cell: ~6.4 µm
-- where the power goes --
group / internal, µW / total [µW] / switching [µW] / leakage, µW
clock network: 116 / 186 / 70.1 / 0.0000150
registers: 217 / 239 / 22.6 / 0.0000743
logic: 40.7 / 63.8 / 23.0 / 0.0000674
-- synthesized netlist by cell type --
master | n | share of area
nand2b_1 | 1 | 0.027
nor2b_4 | 1 | 0.059
nand2_1 | 1 | 0.016
dfstp_2 | 1 | 0.11
inv_1 | 2 | 0.032
dfrtp_1 | 5 | 0.53
nor2_1 | 1 | 0.016
nor4b_4 | 1 | 0.10
a21oi_2 | 1 | 0.037
a22o_2 | 1 | 0.043
o21ai_0 | 1 | 0.021
-- final timing paths --
kind | slack (ns) | endpoint | cells past startpoint
worst max register to register | 0.34 | rd$_DFF_PP0_ | 3
max in group asynchronous | 0.81 | cstate[0]$_DFF_PP1_ | 2
min in group clk0 | 0.44 | cstate[2]$_DFF_PP0_ | 0
worst min-delay path | 0.22 | rd$_DFF_PP0_ | 2
worst max-delay path | 0.20 | rd | 1
worst min register to register | 0.44 | cstate[2]$_DFF_PP0_ | 0
-- per-stage QoR --
stage | total power, µW | hold slack, ns | cell area, µm² | util
6_report | 490 | 0.224 | 369 | 0.108
5_1_grt | 525 | 0.235 | 369 | 0.108
2_1_floorplan | 274 | 0.0502 | 234 | -
4_1_cts | 505 | 0.218 | 367 | 0.107
3_5_place_dp | 314 | 0.451 | 342 | 0.100
3_3_place_gp | 308 | 0.430 | 342 | 0.100
-- final cells by class --
type / instances / area [µm²] / share of cell area
well taps: 46 / 57.6 / 0.156
inverters: 2 / 7.51 / 0.0203
clock buffers: 4 / 26.3 / 0.0712
flip-flops and latches: 6 / 151 / 0.410
multi-input cells: 8 / 75.1 / 0.203
repair buffers: 5 / 51.3 / 0.139
-- what timing repair did --
action                     in CTS  in global routing
resized                         1                  1
setup endpoints to repair       1                  1
buffers inserted                0                  0
hold endpoints to repair        0                  0
-- state kept, by name, indices dropped and copies added (netlist names) --
name / cells
ds: 1
cstate: 4
rd: 1
-- kinds of logic after synthesis --
family | after synthesis | share of synthesized area
flops | 6 | 0.647
simple gates | 5 | 0.219
compound gates | 3 | 0.102
buf+inv | 2 | 0.0321
-- metal layers --
metal  track usage  up-vias
met5             0        -
met2        0.0161        9
met3        0.0205        0
li1              -       69
met4       0.00352        0
met1        0.0181       70
Power and IR drop assume default switching activity.
