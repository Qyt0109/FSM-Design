==> ./design.v <==
module fsm_4_always (
    output reg rd,
    output reg ds,
    input clk,
    input rst,
    input start,
    input ws
);
  localparam IDLE = "IDLE";
  localparam READ = "READ";
  localparam DLY =  "DLY";
  localparam DONE = "DONE";
  localparam UNKW = 'x;
  reg [4*8-1:0] cstate;
  reg [4*8-1:0] nstate;
  always_ff @(posedge clk, posedge rst)
    if (rst) cstate <= IDLE;
    else cstate <= nstate;
  always_comb begin
    nstate = UNKW;   
    case (cstate)
      IDLE:    nstate = start ? READ : IDLE;
      READ:    nstate = DLY;
      DLY:     nstate = ws ? READ : DONE;
      DONE:    nstate = IDLE;
      default: nstate = UNKW;
    endcase
  end
  reg nrd;   
  reg nds;   
  always_comb begin
    nrd = 0;
    nds = 0;
    case (cstate)
      IDLE:    if(start) nrd = 1;
      READ:    nrd = 1;
      DLY: begin
        if (ws) nrd = 1;
        else nds = 1;
      end
      DONE: ;
      default: {nrd, nds} = UNKW;
    endcase
  end
  always_ff @(posedge clk, posedge rst) begin
    if (rst) begin
      rd <= 0;
      ds <= 0;
    end else begin
      rd <= nrd;
      ds <= nds;
    end
  end
endmodule
==> ./run.sh <==
#!/bin/bash
# OpenROAD 26Q1-2900-gdf79404cd8, Yosys 0.63+post, stock flow scripts
make -C /OpenROAD-flow-scripts/flow DESIGN_CONFIG=/design/flow/config.mk WORK_HOME=/design/flow/orfs finish
==> ./config.mk <==
export PLATFORM = sky130hd
export DESIGN_NAME = fsm_4_always
export DESIGN_NICKNAME = fsm_4_always
export VERILOG_FILES = /design/flow/design.v
export SDC_FILE = /design/flow/constraint.sdc
export NUM_CORES = 4
export LEC_CHECK = 1
export CORE_AREA = 10 10 70 70
export DIE_AREA = 0 0 80 80
==> ./constraint.sdc <==
current_design fsm_4_always

set clk_period 1.1
set clk_io_pct 0.2

create_clock -name clk0 -period $clk_period [get_ports {clk}]

set non_clock_inputs [all_inputs -no_clocks]
set_input_delay [expr $clk_period * $clk_io_pct] -clock clk0 $non_clock_inputs
set_output_delay [expr $clk_period * $clk_io_pct] -clock clk0 [all_outputs]
==> impl_metrics.py <==
# Flow results
metrics = {
    "run_status": {
        "status": "finished clean",
    },
    "placed_design": {
        "pre_cts_ws_ps": -0.608,
        "dpl.hpwl_um": 287,
        "port_buffers": 5,
        "place_inst": 65,
        "routabilityCongestion": 0.821,
    },
    "global_routing": {
        "grt_pass1_wl_um": 662,
        "antenna_found_initial": 0,
        "grt-ovfl-total": 0,
        "first_global_vias": 151,
        "grt_start_max_net_pins": 7,
        "grtUsageTotal_pct": 1.35,
    },
    "synthesis": {
        "synth_cell_type_count": 9,
        "ys_cells": 14,
        "postSynthSeqShare_pct": 70.3,
        "ys_ff": 6,
        "ys_warn_count": 1,
        "syn_inst": 14,
        "avgSynthCellArea_um2": 15.4,
        "ys_area_um2": 215,
        "netlist_area_um2": 215,
    },
    "floorplan": {
        "io_pins": 6,
        "fp-row-count": 21,
        "fp.coreArea_mm2": 0.00342,
        "die_y_um": 80,
        "initCoreUtil_pct": 6.30,
        "dieArea_mm2": 0.00640,
        "die_w_um": 80,
    },
    "detailed_routing": {
        "antenna_cells": 0,
        "vias": 132,
        "wl_per_cell_um": 5.86,
        "viasPerCell": 1.91,
        "first_pass_iters": 1,
        "drtIter0Drc": 0,
        "ant_nets": 0,
        "wirelength_um": 404,
        "route.detailed.drc": 0,
    },
    "worst_setup_path": {
        "crit_buf_inv": 1,
        "critical_path_required_ps": 880,
        "cp_data_arrival_time_ps": 820,
        "cpPeakStageDelay_ps": 340,
        "path_cells": "dlygate4sd2_1",
        "endpoint_kind": "output pin",
        "cp_top_family": "flip-flops",
        "critPathKind": "reg2out",
        "crit_path_start_kind": "flop",
        "cp_max_fo": 1,
        "crit_slowest_cell": "dfrtp_1",
    },
    "finish": {
        "fin_cells": 69,
        "area_delta_synth_final_pct": 61.6,
        "finish.utilization_pct": 10.2,
        "fillers": 395,
        "drive_gt1_share_pct": 34.8,
    },
    "min_path": {
        "hp-class": "in2async",
    },
    "sta": {
        "tightest_slew_ps": 217,
        "maxSlewHeadroom_pct": 85.5,
        "period_used_pct": 94.4,
        "min_period_ps": 1040,
        "skew_ps": 8.61,
        "hold_slack_ps": 183,
        "finalHoldViolations": 0,
        "worst_slack_ps": 61.5,
        "drv_slew": 0,
        "rsz0062_at_grt": "no",
        "setup_tns_ps": 0,
        "timing.fmax_mhz": 963,
        "setup_viol_count_final": 0,
    },
    "cts": {
        "numCtsBuffers": 3,
        "post-cts-setup-buffers": 0,
        "clk_latency_ps": 250,
        "h-tree-depth": 1,
        "cts_buffer_depth": 2,
        "cts_root_buf": "clkbuf_4",
        "cts_num_sinks": 6,
        "cts.reportedPaths.clkPinSlew_ps": 50,
        "cts_tree": "done",
        "ctsHoldBuffers": 0,
    },
    "flow_run": {
        "drv_cap": 0,
        "warning_count": 25,
    },
    "pwr": {
        "p_leak_nw": 0.151,
        "irDropWorstVdd_v": 0.000255,
        "power.density_mw_per_mm2": 1380,
    },
}
## final timing paths
check                               start        end  slack, ps  cells past startpoint
max in group asynchronous             rst  cstate[0]        660                      2
worst max-delay path                   rd         rd         60                      1
worst max register to register  cstate[2]         rd        300                      2
worst min register to register  cstate[1]  cstate[2]        440                      0
min in group clk0               cstate[1]  cstate[2]        440                      0
worst min-delay path                  rst         ds        180                      2
## cell usage in the layout (no fill, tap or decap)
master / n
inv_1: 2
clkdlybuf4s50_1: 3
clkbuf_1: 1
clkdlybuf4s15_1: 1
o31ai_2: 1
and2b_2: 1
clkbuf_4: 3
nor4_2: 1
dfstp_2: 1
dlygate4sd2_1: 1
dfrtp_1: 5
a21oi_1: 1
a21o_1: 1
a22o_2: 1
## sequential cells by signal, indices dropped and copies added (netlist names)
| register | count |
|---|---|
| cstate | 4 |
| ds | 1 |
| rd | 1 |
## synth_stat cells
master	instances	area share [%]
inv_1	2	3.5
dfstp_2	1	12
nor4_2	1	5.8
and2b_2	1	4.1
dfrtp_1	5	58
a21oi_1	1	2.3
o31ai_2	1	5.8
a21o_1	1	3.5
a22o_2	1	4.7
## repair_timing
action / 4_1_cts / 5_1_grt
resized: 2 / 1
setup endpoints to repair: 2 / 1
cloned: 0 / 0
## routing by layer
metal,up-vias,wire length [µm],global-route usage [%]
met1,58,225,1.68
met4,0,0,0.352
met2,9,117,1.61
met5,-,0,0
met3,0,61,1.25
li1,65,-,-
## metrics by stage
stage / instance area (µm²) / total power [W]
3_3_place_gp: 323 / 0.000260
3_5_place_dp: 323 / 0.000259
4_1_cts: 347 / 0.000491
6_report: 348 / 0.000479
5_1_grt: 348 / 0.000512
2_1_floorplan: 215 / 0.000238
## power by group
group          switching (W)  internal [W]   total, W
registers        0.000000687      0.000225   0.000226
logic              0.0000101     0.0000175  0.0000276
clock network      0.0000878      0.000138   0.000226
total              0.0000986      0.000380   0.000479
## area by class of cell
type,count,area (µm²),area share (%)
Sequential cell,6,151,43.5
Tap cell,46,57.6,16.5
Multi-Input combinational cell,6,56.3,16.2
Inverter,2,7.51,2.16
Clock buffer,4,26.3,7.55
Timing Repair Buffer,5,48.8,14.0
## kinds of logic (layout without fill, tap and decap cells)
kind of cell / count (synthesis) / count (layout) / synth area share, %
DFF: 6 / 6 / 70.4
AOI/OAI and AO/OA: 4 / 4 / 16.3
and+or+nand+nor: 2 / 2 / 9.88
buffers and inverters: 2 / 11 / 3.49
Power figures rest on the tool's default switching activity, not on a simulated workload.
