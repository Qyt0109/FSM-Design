==> flow/design.v <==
module fsm_2_always (
    output reg rd,
    output reg ds,
    input clk,
    input rst,
    input start,
    input ws
);
  localparam IDLE = "IDLE";
  localparam READ = "READ";
  localparam DLY = "DLY";
  localparam DONE = "DONE";
  localparam UNKW = 'x;
  reg [4*8-1:0] cstate;
  reg [4*8-1:0] nstate;
  always_ff @(posedge clk, posedge rst)
    if (rst) cstate <= IDLE;
    else cstate <= nstate;
  always_comb begin
    nstate = UNKW;   
    rd = 0;
    ds = 0;
    case (cstate)
      IDLE: nstate = start ? READ : IDLE;
      READ: begin
        nstate = DLY;
        rd     = 1;
      end
      DLY: begin
        nstate = ws ? READ : DONE;
        rd     = 1;
      end
      DONE: begin
        nstate = IDLE;
        ds     = 1;
      end
      default: begin
        nstate = UNKW;
        rd     = UNKW;
        ds     = UNKW;
      end
    endcase
  end
endmodule
==> flow/run.sh <==
#!/bin/bash
# OpenROAD 26Q1-2900-gdf79404cd8, Yosys 0.63+post, stock flow scripts
make -C /OpenROAD-flow-scripts/flow DESIGN_CONFIG=/design/flow/config.mk WORK_HOME=/design/flow/orfs finish
==> flow/config.mk <==
export PLATFORM = sky130hd
export DESIGN_NAME = fsm_2_always
export DESIGN_NICKNAME = fsm_2_always
export VERILOG_FILES = /design/flow/design.v
export SDC_FILE = /design/flow/constraint.sdc
export NUM_CORES = 4
export LEC_CHECK = 1
export CORE_AREA = 10 10 70 70
export DIE_AREA = 0 0 80 80
==> flow/constraint.sdc <==
current_design fsm_2_always

set clk_period 1.1
set clk_io_pct 0.2

create_clock -name clk0 -period $clk_period [get_ports {clk}]

set non_clock_inputs [all_inputs -no_clocks]
set_input_delay [expr $clk_period * $clk_io_pct] -clock clk0 $non_clock_inputs
set_output_delay [expr $clk_period * $clk_io_pct] -clock clk0 [all_outputs]
==> Changelog: implementation <==
### Metrics

- Top flop regs: cstate: 4 flops
- Synth top cell by count: dfrtp_1
- Crit path DRT: 880 ps
- Final core utilization: 8.83%
- Yosys warns: 1
- Slew Limit Fails: 0
- Max VDD drop: 0.408 mV
- Critical Path Source: cstate[3]
- Asr flop ratio synth: 100%
- Iteration-0 DRC Markers: 1
- CP startpoint kind: flop
- Vias in the first global route: 141
- H-tree Lvls: 1
- Most flops, register: cstate
- Status: finished with violations
- RSZ-0062 raised after global routing: true
- Share of cells above drive strength 1: 45.8%
- Setup Skew: 7.28 ps
- Syn Std Cell Area: 136 um2
- Failing checks: setup timing
- Crit end category: primary output
- Gr usage total: 1.53%
- Hold WS: 158 ps
- Yosys stat area: 136 um2
- Final setup fails: 1
- Initial antenna violation count: 0
- Hold Crit Class: in2async
- Commonest flop: dfrtp_1
- Dpl ws: -98.8 ps
- Fin. Hold Viols: 0
- R2R depth: 4
- Clock-pin slew on the worst setup and hold paths: 40 ps
- First drt pass iteration count: 2
- Core area: 0.00342 mm2
- Area Overhead vs Synth: 121%
- Area share, top type: 55.0%
- CTS tree: built
- Max-cap violations: 0
- Wire length per cell: 6.11 um
- Cts-stage hold buffer count: 0
- Clk latency late pin: 250 ps
- Placed instance area: 259 um2
- OpenROAD warnings: 27
- Filler cell count: 405
- Final ANT Viol Nets: 0
- Chip Area: 0.00640 mm2
- Crit path max fanout: 2
- Post-synth seq share: 74.3%
- Fp_density: 3.99%
- Tmin final: 1140 ps
- Cell count after placement: 63
- Power per cell area: 1240 mW/mm2
- Total grt overflow: 0
- Routed vias: 125
- Gp weighted congestion: 0.632
- Port bufs: 5
- Clk sinks: 4
- Clock Tree Root: clkbuf_4
- Storage element area: 101 um2
- Final instance area: 302 um2
- Crit-path cells: buf_6 > nor2_1 > buf_2
- Commonest cells in the netlist: dfrtp_1 (3), inv_1 (2)
- Worst slew pin tran: 150 ps
- Multi-input logic area: 27.5 um2
- RR Startpoint: cstate[3]
- Drt total wl: 428 um
- Clock buffer depth: 2
- Vias/cell: 1.79
- Post-synth cell types: 7
- Mapped Cells: 10
- Die width: 80 um
- DRC Markers: 0
- Reg2Reg Setup Slack: 150 ps
- Biggest area cells: dfrtp_1 (55%), dfstp_2 (19%), a22o_1 (6.4%), a21o_1 (5.5%), and2b_1 (5.5%)
- Leakage: 0.000147 uW
- Fin worst setup slack: -41.6 ps
- Relative slew slack: 90.0%
- EDFF count, synth: 0
- Achievable Freq: 876 MHz
- First-pass GRT wire length: 683 um
- Crit Path Category: reg2out
- Largest net degree at the start of global routing: 5
- Die Y: 80 um
- # Cells Yosys: 10
- Row count: 21
- CP max stage delay: 380 ps
- Synth flops: 4
- Arrival @ worst endpoint: 920 ps
- Max reg flops: 4
- I/O pin count: 6
- TritonCTS Buffers: 3
- N_diodes: 0
- Cycle use final: 104%
- Yosys top cell by area: dfrtp_1
- RR Endpoint: cstate[0]
- Syn avg cell area: 13.6 um2
- Critical path's slowest cell: dfrtp_1
- Non-Filler Instances: 70
worst max-delay path: cells and delay by family, from the launching register on:
kind,cells,cell delay [ps]
flops,1,380
buf+inv,2,230
simple gates,1,70
final cells by class:
| type | count | share of cell area [%] |
|---|---|---|
| Tap cell | 46 | 19.1 |
| Clock buffer | 4 | 8.71 |
| Sequential cell | 4 | 33.6 |
| Multi-Input combinational cell | 4 | 9.13 |
| Inverter | 2 | 2.49 |
| Timing Repair Buffer | 10 | 27.0 |
metal layers:
metal	track usage [%]	part of all wire, %	vias to the layer above
met5	0	0	-
met4	0.352	1.6	0
met3	2.05	20	2
met2	1.20	21	9
met1	2.07	57	54
li1	-	-	60
power breakdown:
part	switching [uW]	total, uW	leakage (uW)	internal (uW)
registers	0	148	0.0000522	148
clock network	73.9	211	0.0000150	137
logic	5.41	15.6	0.0000798	10.2
kinds of logic after synthesis:
| logic type | after synthesis | share of synthesized area, % |
|---|---|---|
| AOI/OAI and AO/OA | 2 | 11.9 |
| buffers and inverters | 2 | 5.51 |
| DFF | 4 | 74.3 |
| and+or+nand+nor | 2 | 8.26 |
stage by stage:
stage	setup TNS, ps	power, uW
after floorplan	0	153
after global placement	-95.1	165
after global routing	-85.5	402
after detailed placement	-98.8	165
after CTS	-56.3	385
final	-41.6	374
worst max path at each step:
stage	endpoint	slack, ps	cells past startpoint
after CTS	rd	-60	3
after global routing	rd	-80	2
final	rd	-40	3
cells in the final DEF (no fill, tap or decap):
cell type / n
and2b_1: 1
buf_6: 1
nor2_1: 1
clkbuf_4: 3
buf_2: 2
buf_4: 4
a22o_1: 1
dfstp_2: 1
dfrtp_1: 3
inv_1: 2
clkdlybuf4s50_1: 3
a21o_1: 1
clkbuf_1: 1
what timing repair did:
item / CTS / global route
endpoints found under the setup margin: 2 / 2
buffers inserted: 3 / 0
resized: 7 / 0
pin swaps: 0 / 0
Power figures rest on the tool's default switching activity, not on a simulated workload.
